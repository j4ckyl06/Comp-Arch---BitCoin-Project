==> flow/design.v <==
`timescale 1ns / 1ps
module message(
    input [447:0] inputmessage,
    input clk, rst_n,
    output reg [7:0] outputmessage,
    output reg bytestop, bytestart
    );
    reg [7:0] index;
    reg [7:0] tempinput [0:55];
    reg messagein;
    always@(posedge clk)
        begin
            if(~rst_n)
                begin
                    tempinput[0] = 0; tempinput[1] = 0; tempinput[2] = 0; tempinput[3] = 0;
                    tempinput[4] = 0; tempinput[5] = 0; tempinput[6] = 0; tempinput[7] = 0;
                    tempinput[8] = 0; tempinput[9] = 0; tempinput[10] = 0; tempinput[11] = 0;
                    tempinput[12] = 0; tempinput[13] = 0; tempinput[14] = 0; tempinput[15] = 0;
                    tempinput[16] = 0; tempinput[17] = 0; tempinput[18] = 0; tempinput[19] = 0;
                    tempinput[20] = 0; tempinput[21] = 0; tempinput[22] = 0; tempinput[23] = 0;
                    tempinput[24] = 0; tempinput[25] = 0; tempinput[26] = 0; tempinput[27] = 0;
                    tempinput[28] = 0; tempinput[29] = 0; tempinput[30] = 0; tempinput[31] = 0;
                    tempinput[32] = 0; tempinput[33] = 0; tempinput[34] = 0; tempinput[35] = 0;
                    tempinput[36] = 0; tempinput[37] = 0; tempinput[38] = 0; tempinput[39] = 0;
                    tempinput[40] = 0; tempinput[41] = 0; tempinput[42] = 0; tempinput[43] = 0;
                    tempinput[44] = 0; tempinput[45] = 0; tempinput[46] = 0; tempinput[47] = 0;
                    tempinput[48] = 0; tempinput[49] = 0; tempinput[50] = 0; tempinput[51] = 0;
                    tempinput[52] = 0; tempinput[53] = 0; tempinput[54] = 0; tempinput[55] = 0;
                    messagein = 1;
                    outputmessage = 0;
                    index = 0;
                    bytestart = 1;
                    bytestop = 0;
                end
            else
                begin
                    if(messagein == 1)
                        begin
                            tempinput[0] = inputmessage[447:440];
                            tempinput[1] = inputmessage[439:432];
                            tempinput[2] = inputmessage[431:424];
                            tempinput[3] = inputmessage[423:416];
                            tempinput[4] = inputmessage[415:408];
                            tempinput[5] = inputmessage[407:400];
                            tempinput[6] = inputmessage[399:392];
                            tempinput[7] = inputmessage[391:384];
                            tempinput[8] = inputmessage[383:376];
                            tempinput[9] = inputmessage[375:368];
                            tempinput[10] = inputmessage[367:360];
                            tempinput[11] = inputmessage[359:352];
                            tempinput[12] = inputmessage[351:344];
                            tempinput[13] = inputmessage[343:336];
                            tempinput[14] = inputmessage[335:328];
                            tempinput[15] = inputmessage[327:320];
                            tempinput[16] = inputmessage[319:312];
                            tempinput[17] = inputmessage[311:304];
                            tempinput[18] = inputmessage[303:296];
                            tempinput[19] = inputmessage[295:288];
                            tempinput[20] = inputmessage[287:280];
                            tempinput[21] = inputmessage[279:272];
                            tempinput[22] = inputmessage[271:264];
                            tempinput[23] = inputmessage[263:256];
                            tempinput[24] = inputmessage[255:248];
                            tempinput[25] = inputmessage[247:240];
                            tempinput[26] = inputmessage[239:232];
                            tempinput[27] = inputmessage[231:224];
                            tempinput[28] = inputmessage[223:216];
                            tempinput[29] = inputmessage[215:208];
                            tempinput[30] = inputmessage[207:200];
                            tempinput[31] = inputmessage[199:192];
                            tempinput[32] = inputmessage[191:184];
                            tempinput[33] = inputmessage[183:176];
                            tempinput[34] = inputmessage[175:168];
                            tempinput[35] = inputmessage[167:160];
                            tempinput[36] = inputmessage[159:152];
                            tempinput[37] = inputmessage[151:144];
                            tempinput[38] = inputmessage[143:136];
                            tempinput[39] = inputmessage[135:128];
                            tempinput[40] = inputmessage[127:120];
                            tempinput[41] = inputmessage[119:112];
                            tempinput[42] = inputmessage[111:104];
                            tempinput[43] = inputmessage[103:96];
                            tempinput[44] = inputmessage[95:88];
                            tempinput[45] = inputmessage[87:80];
                            tempinput[46] = inputmessage[79:72];
                            tempinput[47] = inputmessage[71:64];
                            tempinput[48] = inputmessage[63:56];
                            tempinput[49] = inputmessage[55:48];
                            tempinput[50] = inputmessage[47:40];
                            tempinput[51] = inputmessage[39:32];
                            tempinput[52] = inputmessage[31:24];
                            tempinput[53] = inputmessage[23:16];
                            tempinput[54] = inputmessage[15:8];
                            tempinput[55] = inputmessage[7:0];
                            messagein = 0;
                            bytestart = 1;
                            bytestop = 0; 
                        end
                    else
                        if(index < 56)
                            begin
                                if(tempinput[index] != 8'b0000000)
                                    begin
                                        outputmessage = tempinput[index];
                                    end
                                index = index + 1;
                            end
                        else
                            begin
                                index = 0;
                                bytestart = 0;
                                bytestop = 1;
                                if((tempinput[0] != inputmessage[447:440])&&(tempinput[55] != inputmessage[7:0])&&(tempinput[1] != inputmessage[439:432]))
                                    messagein = 1;
                            end
                end
        end
endmodule
==> flow/run.sh <==
#!/bin/bash
# OpenROAD 26Q1-2900-gdf79404cd8, Yosys 0.63+post, stock flow scripts
make -C /OpenROAD-flow-scripts/flow DESIGN_CONFIG=/design/flow/config.mk WORK_HOME=/design/flow/orfs finish
==> flow/config.mk <==
export PLATFORM = sky130hd
export DESIGN_NAME = message
export DESIGN_NICKNAME = message
export VERILOG_FILES = /design/flow/design.v
export SDC_FILE = /design/flow/constraint.sdc
export NUM_CORES = 4
export LEC_CHECK = 1
export CORE_UTILIZATION = 40
==> flow/constraint.sdc <==
current_design message

set clk_period 24.2
set clk_io_pct 0.2

create_clock -name clk0 -period $clk_period [get_ports {clk}]

set non_clock_inputs [all_inputs -no_clocks]
set_input_delay [expr $clk_period * $clk_io_pct] -clock clk0 $non_clock_inputs
set_output_delay [expr $clk_period * $clk_io_pct] -clock clk0 [all_outputs]
==> summary.txt <==
Notes on the flow outputs.

- In this run, synthesis produced a sequential element count of 467.
- The maximum clock path buffer count reads 3.
- Checking max transition, the worst relative margin is 36.2%.
- The total overflow left after global routing is 0.
- The post-synthesis cell count from yosys is 2274.
- The path class of the lowest-slack min-delay path is reg -> reg.
- The maximum level of the CTS H-tree reads 2.
- The synthesis run shows the most used standard cells to be 485 x nor2_1, 470 x mux2i_1, 467 x dfxtp_1.
- After detailed routing, the average wire length per cell comes to ~27 microns.
- The initial antenna violation count is 12.
- The total cell area at the placement stage is 26300 sq um.
- The count of final max-slew check failures reads 0.
- The beginning of the worst hold path is bytestart$_SDFFE_PP1N_.
- The per-instance average area after synthesis reads 9.30 sq um.
- Hold analysis lists the worst path endpoint as bytestart$_SDFFE_PP1N_.
- The total power draw is approximately 1.9 mW.
- The number of resized instances in the post-cts repair step reads 0.
- The area growth from synthesis to final layout is 32.7%.
- The post-route core utilization reads 54.2%.
- Measured along the y axis, the die boundary spans 232 microns.
- The remaining antenna violation count is 0.
- The number of buffers added to fix hold violations after cts is 0.
- The ratio of total power to cell area is about 67 nW/um^2.
- The run finished with clean final reports.
- According to the floorplan report, the placeable core area is 51700 sq um.
- The worst-case reg-to-reg path depth is 12.
- The remaining routing DRC violations is 0.
- The data arrival time at the worst-slack endpoint reads 7610 ps.
- For this run, the detailed router reports a per-instance via density of 5.73.
- The clock tree root driver cell reads clkbuf_16.
- The cell area after technology mapping is between 20000 and 25000 sq um.
- The data required time of the critical path is 24640 ps.
- The setup check on the worst reg-to-reg path leaves a slack of 19420 ps.
- In the final timing run, aggregate negative setup slack is 0 ps.
- The synthesized design contains 0 enable-type register cells.
- The global placer's final weighted congestion is 1.01.
- The power report puts the leakage power at between 10 and 15 nW.
- The capture instance of the worst register-to-register path reads outputmessage[6]$_SDFFE_PN0P_.
- The synthesis report names the predominant flop master as dfxtp_1.
- The pin slew with the least headroom to its limit reads 957 ps.
- The count of clock tree sinks reads 467.
- The run reported a max-capacitance violation count of 0.
- The post-layout instance area is 28000 sq um.
- The count of mapped cells out of synthesis is about 2300.
- The clock-pin slew on the worst setup and hold paths is 60 ps.
- Setup repair after global routing left no endpoint under its margin.
- The critical path startpoint category reads an input port.
- The tightest hold margin is between 400 and 500 ps.
- The total die size reads roughly 54000 sq um.
- Summed over its instances, the top area cell type makes up between 40% and 50% of the synthesized netlist area.
- During placement, the flow inserted port buffers numbering 459.
- Cells with a size suffix above 1 make up 6.29% of the layout.
- The launch instance of the worst register-to-register path reads index[0]$_SDFFE_PN0N_.
- The violation count after the first detailed-routing iteration is ~1900.
- The category of the critical setup timing path is in -> reg.
- Clock latency on the worst-skew pair, taken at its later pin, is 610 ps.
- Global routing used 34.5% of the available tracks.
- The async set-or-reset flop fraction in the synthesized netlist is 0%.
- The number of setup buffers added after CTS is 0.
- The first global-routing pass estimated 129000 microns of wire.
- Summed over all instances, the cell type with the most area after synthesis is dfxtp_1.
- The post-route fraction of the period consumed by the critical path is ~30%.
- The final tally of hold violations reads 0.
- The highest achievable clock rate reads roughly 0.14 GHz.
- The count of cells along the worst hold path reads 1.
- The highest net fanout along the worst path reads ~100.
- The clock buffer count from CTS reads 51.
- The pin count of the biggest net entering global routing reads around 100.
- The worst setup path is captured at a flip-flop.
- The floorplan step records an initial core utilization of 40.9%.
- For this run, the number of Yosys warnings is 2.
- The shortest period the worst path allows reads between 7000 and 8000 ps.
- The fraction of the yosys area taken by sequential cells is 44.2%.
- The warning total across the stage logs reads 30.
- The CTS tree is built.
- The most common cell in the synthesized netlist reads nor2_1.
- For reference, the top cells by area after synthesis are dfxtp_1 44%, mux2i_1 22%, nor2_1 8.6%, nand3_1 2.7%, clkbuf_1 2.1%.
- According to the floorplan report, the die width is 232 microns.
- The clock arrives with 25.0 ps of skew.
- From the final report, the count of setup violators was given as 0.
- The detailed placement HPWL is 66400 microns.
- The count of TritonRoute iterations in the first routing pass reads 6.
- After synthesis, the netlist uses between 70 and 80 different library cells.
- Summing over every cut layer, the via total after detailed routing is 19300.
- The highest supply drop recorded on VDD is ~0.055 mV.
- 460 I/O pins were placed.
- The count of standard-cell rows is 83.
- The number of global-route vias before repair is approximately 19000.
- Post-synthesis, Yosys gives the total cell area as 21100 sq um.
- The wire length recorded after detailed routing is 90900 microns.
cell usage in the layout, fill, tap and decap left out, types with 8 or more instances in the layout:
cell type,n
nand3_1,113
nand4_1,49
nand4b_1,10
a2111oi_0,8
a31oi_1,15
a32o_1,12
nor2_1,484
clkbuf_8,12
nand3b_1,12
dfxtp_1,462
o32ai_1,8
clkbuf_1,18
a22o_1,15
clkbuf_16,52
a221oi_1,10
o22ai_1,15
nor3_1,16
xnor2_1,17
a22oi_1,43
mux2_2,9
mux2i_1,470
clkdlybuf4s50_1,459
diode_2,9
nor4_1,9
buf_4,61
nor2b_1,10
a222oi_1,13
and3_1,29
a21oi_1,23
xor2_1,8
or4_1,10
nand2b_1,16
a32oi_1,18
o21ai_0,18
and3b_1,8
nand2_1,39
per-layer routing:
metal / vias to the layer above / routed length, microns / global-route usage [%] / part of all wire [%]
li1: 8947 / - / - / -
met3: 168 / 8410 / 8.88 / 9.2
met4: 0 / 4110 / 14.6 / 4.5
met5: - / 0 / 0 / 0
met1: 9300 / 38300 / 49.4 / 42
met2: 927 / 40100 / 50.3 / 44
worst max path at each step:
stage,start,endpoint,slack (ps)
after CTS,rst_n,tempinput[15][3]$_SDFFE_PN0P_,17070
after global routing,rst_n,tempinput[46][6]$_SDFFE_PN0P_,16860
final,rst_n,tempinput[46][1]$_SDFFE_PN0P_,17030
area by class of cell:
class,count,area (sq um)
inverter,8,37.5
clock inverter,11,149
multi-input combinational,1599,11000
antenna,9,22.5
fill,4572,23700
timing repair buffer,520,5050
clock buffer,82,1530
sequential,467,9360
tap,680,851
kinds of logic after synthesis:
logic type                 Yosys count  synth area share (%)
DFF                                467                  44.2
AOI/OAI and AO/OA                  246                  8.93
buffers and inverters              208                  3.97
adders and majority gates            4                 0.237
and+or+nand+nor                    839                  18.5
muxes                              485                  23.1
xor gates and xnor gates            25                  1.04
worst max-delay path, cell delays in order:
cell and delay [ps]:
clkdlybuf4s50_1 560, inv_8 520, buf_4 740, buf_4 720, nor2_1 120
registers in the layout (all words and copies together) (netlist names):
signal         flops
outputmessage      8
messagein          1
bytestop           1
index              8
tempinput        448
bytestart          1
metrics by stage:
step / std cells / setup slack (ps)
2_1_floorplan: 2274 / 18270
3_3_place_gp: 3274 / 16530
3_5_place_dp: 3274 / 16450
4_1_cts: 3367 / 17070
5_1_grt: 3376 / 16860
6_report: 3376 / 17030
report_power, final:
part	leakage (nW)	switching [mW]	internal, mW
Sequential	3.86	0.0300	0.815
Combinational	6.96	0.121	0.129
Clock	0.826	0.323	0.464
Total	11.6	0.474	1.41
No activity file was given, so power comes from the tool's default toggle rates.
